`/design/flow/design.v`:
```
module Reg_File
#(  parameter Add_Bus = 4,
    parameter Width = 8,
    parameter Depth = 16)
(
    input wire CLK, RST, RdEn, WrEn,
    input wire [Add_Bus-1 : 0]    Address,
    input wire [Width-1 : 0]    WrData,
    output reg [Width-1 : 0]    RdData, Reg0, Reg1, Reg2, Reg3, 
    output reg RdData_Valid
);
reg [Width-1:0] MEM [Depth-1:0] ;
integer i;
always @(posedge CLK or negedge RST) 
begin
    if(!RST)
    begin
        for(i=0; i<Depth; i=i+1)
        begin
            if(i == 2)
            begin
                MEM[i] <= 8'b0010_0001;
            end
            else if(i == 3)
            begin
                MEM[i] <= 8'b0000_1000;
            end
            else
            begin
                MEM[i] <= 8'b0; 
            end
        end
        RdData_Valid <= 1'b0;
        RdData <= 8'b0;
    end
    else if(RdEn && !WrEn)
    begin
        RdData <= MEM[Address];
        RdData_Valid <= 1'b1;  
    end
    else if(WrEn && !RdEn)
    begin
        MEM[Address] <= WrData;
        RdData_Valid <= 1'b0;
    end
    else
    begin
        RdData_Valid <= 1'b0;
    end
end
always @(*) 
begin
    Reg0 = MEM[0];
    Reg1 = MEM[1];
    Reg2 = MEM[2];
    Reg3 = MEM[3];    
end
endmodule
```
`/design/flow/run.sh`:
```
#!/bin/bash
# OpenROAD 26Q1-2900-gdf79404cd8, Yosys 0.63+post, stock flow scripts
make -C /OpenROAD-flow-scripts/flow DESIGN_CONFIG=/design/flow/config.mk WORK_HOME=/design/flow/orfs finish
```
`/design/flow/config.mk`:
```
export PLATFORM = sky130hd
export DESIGN_NAME = Reg_File
export DESIGN_NICKNAME = Reg_File
export VERILOG_FILES = /design/flow/design.v
export SDC_FILE = /design/flow/constraint.sdc
export NUM_CORES = 4
export LEC_CHECK = 1
export CORE_UTILIZATION = 30
```
`/design/flow/constraint.sdc`:
```
current_design Reg_File

set clk_period 2.4
set clk_io_pct 0.2

create_clock -name clk0 -period $clk_period [get_ports {CLK}]

set non_clock_inputs [all_inputs -no_clocks]
set_input_delay [expr $clk_period * $clk_io_pct] -clock clk0 $non_clock_inputs
set_output_delay [expr $clk_period * $clk_io_pct] -clock clk0 [all_outputs]
```
==> results.cfg <==
; synthesis and place-and-route metrics
[status]
status = finished, final reports clean

[clocking]
cts_sinks = 137
ctsHoldBuffers = 0
cts_resized = 0
clk_pin_slew_ns = 0.06
clock_path_buffers = 2
h-tree-depth = 4
cts_made_buffers = 17
cts_setup_buffers = 0
cts_root_buf = clkbuf_16
clock_latency_ns = 0.42
cts_tree = done

[setup_path]
criticalPathCategory = in2reg
critPathRequiredTime_ns = 2.70
end_kind = flop
crit_arrival_ns = 2.52
start_kind = input pin
cp_max_fo = 9

[placement]
place_congestion = 0.862
portBuffers = 56
dpl-instance-area_um2 = 7870
pre_cts_ws_ns = -0.252
post-dp-hpwl_um = 13200

[floorplan]
die_area_um2 = 22300
num_io_pins = 57
std_cell_rows = 53
core-area_um2 = 21200
die_w_um = 149
initial_utilization_pct = 30.8
die_y_um = 149

[detailed_routing]
wire_per_inst_um = 20.2
wl_um = 18200
drtAntennaViolNets = 0
drt_pass1_iterations = 4
viasPerCell = 5.05
drcViolationCount = 0
insertedDiodeCount = 0
vias = 4554
first_iter_violations = 286

[synthesis]
synth-edff-count = 0
ff_type = dfrtp_1
async_reset_ff_share_pct = 100
top_area_share_pct = 51.5
synth.distinct_cells = 61
avgSynthCellArea_um2 = 12.9
synth_cells = 506
yosysTopAreaCell = dfrtp_1
yosys_area_um2 = 6520
synth_area_um2 = 6520
ys_seq_share_pct = 52.7
yosys-top-cells-area = dfrtp_1 51%, mux2_2 24%, a22oi_1 1.8%, dfstp_2 1.2%, nand2_1 1.2%
ys.warnings.count = 2
synth-seq-cells = 137
yosys-stat-cells = 506

[sta]
worst_pin_slew_ns = 0.729
rsz0062_at_grt = false
final.setup.tns_ns = 0
hold_violations = 0
fmax_ghz = 0.451
finalCriticalPeriod_ns = 2.22
setup_viol = 0
setup_slack_ns = 0.180
max-slew-margin-rel_pct = 51.2
worst_clock_skew_ns = 0.00743
finalClockPeriodUsage_pct = 92.5
drv_slew = 0

[global_route]
grt_util_all_layers_pct = 18.0
antenna_found_initial = 0
gr-total-overflow = 0
grt_max_degree = 60
grt_pass1_wl_um = 28900
grt_pass1_vias = 4785

[min_path]
worstHoldPathType = in2async

[run]
cap_violations = 0
tool_warnings = 25

[pwr]
ir_drop_v = 0.000398
p_total_w = 0.00663
cellPowerDensity_nw_per_um2 = 787
p_leak_nw = 3.66

[finish]
layout-drive-gt1-share_pct = 40.6
final_area_um2 = 8420
syn_to_final_growth_pct = 29.2
placed cells by master, fill, tap and decap left out, types with 6 or more instances in the layout:
| cell type | count |
|---|---|
| a21oi_1 | 15 |
| a22o_1 | 7 |
| a22oi_1 | 16 |
| and3_1 | 6 |
| buf_12 | 12 |
| buf_4 | 56 |
| clkbuf_16 | 17 |
| clkdlybuf4s50_1 | 54 |
| dfrtp_1 | 134 |
| mux2_2 | 137 |
| mux2i_1 | 7 |
| nand2_1 | 21 |
| nor2_1 | 12 |
| nor2b_1 | 9 |
| nor3b_1 | 7 |
| o21ai_0 | 14 |
metal layers:
layer	routed length, um	track usage [%]	up-vias
met5	0	0	-
met4	223	2.35	0
met3	790	3.65	13
met2	8680	28.2	95
met1	8510	26.9	2342
li1	-	-	2104
stage by stage:
step	hold WS, ns	utilization [%]	std cells
floorplan	0.184	-	506
global placement	0.483	37.2	869
detailed placement	0.487	37.2	869
CTS	0.0514	39.8	901
global route	0.0694	39.8	901
finish	0.0293	39.8	901
synthesized netlist by cell type (all sizes together) (3+ instances only):
master and number:
buf 25, a21boi 4, a2bb2oi 4, nand2b 6, nor2b 9, nor3 5, and3 6, o211ai 4
mux2 138, o22a 4, nor2 15, o22ai 5, a22o 7, a22oi 16, a221oi 4, a2111oi 3
o21a 5, or3 4, nand2 23, dfstp 3, nor3b 8, o21ai 15, a32oi 5, dfrtp 134
a21oi 15, mux2i 7, clkbuf 11
cell type report:
class	instances	area [um^2]
Multi-Input combinational cell	331	2860
Timing Repair Buffer	124	1220
Inverter	2	7.51
Sequential cell	137	3430
Clock buffer	19	433
Clock inverter	13	120
Tap cell	275	344
Fill cell	1954	12700
cells by family (layout without fill, tap and decap cells):
kind of cell	Yosys count	after routing	synth area share, %
flops	137	137	52.7
mux	145	145	25.0
simple gates	89	89	8.37
buf+inv	38	158	3.38
compound gates	97	97	10.6
path summary, 6_finish.rpt:
kind / startpoint / to / slack (ns) / depth (start not counted)
max in group asynchronous: RST / MEM[2][5]$_DFFE_PN1P_ / 1.66 / 2
worst max-delay path: Address[3] / MEM[14][7]$_DFFE_PN0P_ / 0.18 / 7
worst min register to register: MEM[4][7]$_DFFE_PN0P_ / MEM[4][7]$_DFFE_PN0P_ / 0.50 / 1
worst max register to register: MEM[3][7]$_DFFE_PN0P_ / RdData[7]$_DFFE_PN0P_ / 0.74 / 6
min in group clk0: MEM[4][7]$_DFFE_PN0P_ / MEM[4][7]$_DFFE_PN0P_ / 0.50 / 1
worst min-delay path: RST / MEM[8][0]$_DFFE_PN0P_ / 0.03 / 1
state kept, by name (all words and copies together), names as in the netlist:
register,flops
RdData_Valid,1
MEM,128
RdData,8
power breakdown:
group / leakage, nW / internal (W) / switching, W
registers: 1.74 / 0.00275 / 0.000282
clock network: 0.265 / 0.00143 / 0.00101
logic: 1.65 / 0.000732 / 0.000418
total: 3.66 / 0.00492 / 0.00171
worst max-delay path: stages:
cell             delay [ns]
clkdlybuf4s50_1        0.45
buf_4                  0.16
buf_4                  0.17
nand4b_1               0.29
nor2b_1                0.37
buf_4                  0.25
mux2_2                 0.34
Power is estimated from default activity; no workload was simulated.
