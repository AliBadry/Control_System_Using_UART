[flow/config.mk]
export PLATFORM = sky130hd
export DESIGN_NAME = SYS_CTRL
export DESIGN_NICKNAME = SYS_CTRL
export VERILOG_FILES = /design/flow/design.v
export SDC_FILE = /design/flow/constraint.sdc
export NUM_CORES = 4
export LEC_CHECK = 1
export CORE_UTILIZATION = 40
[flow/constraint.sdc]
current_design SYS_CTRL

set clk_period 3.3
set clk_io_pct 0.2

create_clock -name clk0 -period $clk_period [get_ports {CLK}]

set non_clock_inputs [all_inputs -no_clocks]
set_input_delay [expr $clk_period * $clk_io_pct] -clock clk0 $non_clock_inputs
set_output_delay [expr $clk_period * $clk_io_pct] -clock clk0 [all_outputs]
[flow/design.v]
module Controller_FSM_RX (
    input wire Data_valid, CLK, RST, ALU_OUT_Valid,
    input wire [7:0] P_Data_RX,
    output reg ALU_EN, CLK_EN, WrEn, RdEn,
    output reg [3:0]    ALU_FUN, Address,
    output reg [7:0]    WrData
);
    localparam  IDLE = 0,
                RF_Wr_CMD = 1,
                MID_State_RF_Wr1 = 2,
                RF_Wr_Addr = 3,
                MID_State_RF_Wr2 = 4,
                RF_Wr_Data = 5,
                RF_Rd_CMD = 6,
                MID_State_RF_Rd1 = 7,
                RF_Rd_Addr = 8,
                ALU_OPER_W_OP_CMD = 9,
                MID_State_ALU_OP1 = 10,
                Operand_A = 11,
                MID_State_ALU_OP2 = 12,
                Operand_B = 13,
                MID_State_ALU_OP3 = 14,
                ALU_FUN_FSM = 15,
                MID_State_ALU_OP4 = 16,
                ALU_OPER_W_NOP_CMD = 17,
                MID_State_ALU_NOP1 = 18;
    reg [4:0] Current_State, Next_State;
    reg [3:0] P_Data_Addr;
    always @(posedge CLK or negedge RST) 
    begin
        if(!RST)
        begin
            Current_State <= IDLE;
        end
        else
        begin
            Current_State <= Next_State;
        end    
    end
    always @(*) 
    begin
        ALU_EN = 1'b0; 
        CLK_EN = 1'b0; 
        WrEn = 1'b0; 
        RdEn = 1'b0;
        ALU_FUN = 4'b0; 
        Address = 4'b0;
        WrData = 8'b0;
        case (Current_State)
            IDLE:
                begin
                    if (Data_valid && (P_Data_RX == 8'hAA)) 
                    begin
                        Next_State = RF_Wr_CMD;
                    end
                    else if(Data_valid && (P_Data_RX == 8'hBB))
                    begin
                        Next_State = RF_Rd_CMD;
                    end
                    else if(Data_valid && (P_Data_RX == 8'hCC))
                    begin
                        Next_State = ALU_OPER_W_OP_CMD;
                    end
                    else if(Data_valid && (P_Data_RX == 8'hDD))
                    begin
                        Next_State = ALU_OPER_W_NOP_CMD;
                    end
                    else
                    begin
                        Next_State = IDLE;
                    end
                end 
            RF_Wr_CMD:
                begin
                    if(!Data_valid)
                    begin
                        Next_State = MID_State_RF_Wr1;
                    end
                    else
                    begin
                        Next_State = RF_Wr_CMD;
                    end
                end
            MID_State_RF_Wr1:
                begin
                    if(Data_valid)
                    begin
                        Next_State = RF_Wr_Addr;
                    end
                    else
                    begin
                        Next_State = MID_State_RF_Wr1;
                    end
                end
            RF_Wr_Addr:
                begin
                    Address = P_Data_RX[3:0];
                    if(!Data_valid)
                    begin
                        Next_State = MID_State_RF_Wr2;
                    end
                    else
                    begin
                        Next_State = RF_Wr_Addr;
                    end
                end
            MID_State_RF_Wr2:
                begin
                    if(Data_valid)
                    begin
                        Next_State = RF_Wr_Data;
                    end
                    else
                    begin
                        Next_State = MID_State_RF_Wr2;
                    end
                end
            RF_Wr_Data:
                begin
                    Address = P_Data_Addr;
                    WrEn = 1'b1;
                    WrData = P_Data_RX;
                    if(!Data_valid)
                    begin
                        Next_State = IDLE;
                    end
                    else
                    begin
                        Next_State = RF_Wr_Data;
                    end
                end
            RF_Rd_CMD:
                begin
                    if(!Data_valid)
                    begin
                        Next_State = MID_State_RF_Rd1;
                    end
                    else
                    begin
                        Next_State = RF_Rd_CMD;
                    end
                end
            MID_State_RF_Rd1:
                begin
                    if(Data_valid)
                    begin
                        Next_State = RF_Rd_Addr;
                    end
                    else
                    begin
                        Next_State = MID_State_RF_Rd1;
                    end
                end
            RF_Rd_Addr:
                begin
                    Address = P_Data_RX[3:0];
                    RdEn = 1'b1;
                    if(!Data_valid)
                    begin
                        Next_State = IDLE;
                    end
                    else
                    begin
                        Next_State = RF_Rd_Addr;
                    end
                end
            ALU_OPER_W_OP_CMD:
                begin
                    CLK_EN = 1'b1;
                    if(!Data_valid)
                    begin
                        Next_State = MID_State_ALU_OP1;
                    end
                    else
                    begin
                        Next_State = ALU_OPER_W_OP_CMD;
                    end
                end
            MID_State_ALU_OP1:
                begin
                    CLK_EN = 1'b1;
                    if(Data_valid)
                    begin
                        Next_State = Operand_A;
                    end
                    else
                    begin
                        Next_State = MID_State_ALU_OP1;
                    end
                end
            Operand_A:
                begin
                    CLK_EN = 1'b1;
                    Address = 4'b0;
                    WrEn = 1'b1;
                    WrData = P_Data_RX;
                    if(!Data_valid)
                    begin
                        Next_State = MID_State_ALU_OP2;
                    end
                    else
                    begin
                        Next_State = Operand_A;
                    end
                end
            MID_State_ALU_OP2:
                begin
                    CLK_EN = 1'b1;
                    if(Data_valid)
                    begin
                        Next_State = Operand_B;
                    end
                    else
                    begin
                        Next_State = MID_State_ALU_OP2;
                    end
                end
            Operand_B:
                begin
                    CLK_EN = 1'b1;
                    Address = 4'b0001;
                    WrEn = 1'b1;
                    WrData = P_Data_RX;
                    if(!Data_valid)
                    begin
                        Next_State = MID_State_ALU_OP3;
                    end
                    else
                    begin
                        Next_State = Operand_B;
                    end
                end
            MID_State_ALU_OP3:
                begin
                    CLK_EN = 1'b1;
                    if(Data_valid)
                    begin
                        Next_State = ALU_FUN_FSM;
                    end
                    else
                    begin
                        Next_State = MID_State_ALU_OP3;
                    end
                end
            ALU_FUN_FSM:
                begin
                    ALU_EN = 1'b1;
                    ALU_FUN = P_Data_RX[3:0];
                    CLK_EN = 1'b1;
                    if(!Data_valid)
                    begin
                        Next_State = MID_State_ALU_OP4;
                    end
                    else
                    begin
                        Next_State = ALU_FUN_FSM;
                    end
                end
            MID_State_ALU_OP4:
                begin
                    CLK_EN = 1'b1;
                    ALU_FUN = P_Data_RX[3:0];
                    if (!ALU_OUT_Valid)
                    begin
                        Next_State = IDLE;
                    end
                    else
                    begin
                        Next_State = MID_State_ALU_OP4;
                    end
                end
            ALU_OPER_W_NOP_CMD:
                begin
                    CLK_EN = 1'b1;
                    if(!Data_valid)
                    begin
                        Next_State = MID_State_ALU_NOP1;
                    end
                    else
                    begin
                        Next_State = ALU_OPER_W_NOP_CMD;
                    end
                end
            MID_State_ALU_NOP1:
                begin
                    CLK_EN = 1'b1;
                    if(Data_valid)
                    begin
                        Next_State = ALU_FUN_FSM;
                    end
                    else
                    begin
                        Next_State = MID_State_ALU_NOP1;
                    end
                end
            default:
                begin
                    if (Data_valid && (P_Data_RX == 8'hAA)) 
                    begin
                        Next_State = RF_Wr_CMD;
                    end
                    else if(Data_valid && (P_Data_RX == 8'hBB))
                    begin
                        Next_State = RF_Rd_CMD;
                    end
                    else if(Data_valid && (P_Data_RX == 8'hCC))
                    begin
                        Next_State = ALU_OPER_W_OP_CMD;
                    end
                    else if(Data_valid && (P_Data_RX == 8'hDD))
                    begin
                        Next_State = ALU_OPER_W_NOP_CMD;
                    end
                    else
                    begin
                        Next_State = IDLE;
                    end
                end 
        endcase
    end
    always @(posedge CLK or negedge RST) 
    begin
        if (!RST)
        begin
            P_Data_Addr <= 4'b0;
        end
        else if(Current_State == RF_Wr_Addr)
        begin
            P_Data_Addr <= Address;
        end
    end
endmodule
module Controller_FSM_TX (
    input wire ALU_OUT_VLD, RdData_VLD, Busy, CLK, RST,
    input wire [15:0] ALU_OUT,
    input wire [7:0]    RdData,
    output reg [7:0] TX_P_Data,
    output reg TX_D_VLD, CLK_div_en
);
localparam  IDLE = 0,
            ALU_OUT_VLD1 = 1,
            ALU_OUT_Busy1 = 2,
            ALU_OUT_VLD2 = 3,
            ALU_OUT_Busy2 = 4,
            REG_Rd_VLD = 5,
            REG_Rd_Busy = 6;
reg [2:0] Current_State, Next_State;
reg [15:0] REG_ALU_OUT;
reg [7:0]   REG_RdData;
always @(posedge CLK or negedge RST) 
begin
    if(!RST)
    begin
        Current_State <= IDLE;
    end    
    else
    begin
        Current_State <= Next_State;
    end
end
always @(*) 
begin
    TX_P_Data = 8'b0;
    TX_D_VLD = 1'b0; 
    CLK_div_en = 1'b1;
    case (Current_State)
        IDLE:
            begin
                if(RdData_VLD && !Busy)
                begin
                    Next_State = REG_Rd_VLD;
                end
                else if(ALU_OUT_VLD && !RdData_VLD && !Busy)
                begin
                    Next_State = ALU_OUT_VLD1;
                end
                else
                begin
                    Next_State = IDLE;
                end
            end 
        ALU_OUT_VLD1:
            begin
                TX_P_Data = REG_ALU_OUT[7:0];  
                TX_D_VLD = 1'b1;
                if (Busy) 
                begin
                    Next_State = ALU_OUT_Busy1;
                end
                else
                begin
                    Next_State = ALU_OUT_VLD1;
                end
            end
        ALU_OUT_Busy1:
            begin
                TX_P_Data = REG_ALU_OUT[7:0];
                if(!Busy)
                begin
                    Next_State = ALU_OUT_VLD2;
                end
                else 
                begin
                    Next_State = ALU_OUT_Busy1;
                end
            end
        ALU_OUT_VLD2:
            begin
                TX_P_Data = REG_ALU_OUT[15:8];
                TX_D_VLD = 1'b1;
                if(Busy)
                begin
                    Next_State = ALU_OUT_Busy2;
                end
                else
                begin
                    Next_State = ALU_OUT_VLD2;
                end
            end
        ALU_OUT_Busy2:
            begin
                TX_P_Data = REG_ALU_OUT[15:8];
                if (!Busy && RdData_VLD) 
                begin
                    Next_State = REG_Rd_VLD;
                end
                else if(!Busy && ALU_OUT_VLD)
                begin
                    Next_State = ALU_OUT_VLD1;
                end
                else if(!Busy && !ALU_OUT_VLD && !RdData_VLD)
                begin
                    Next_State = IDLE;
                end
                else
                begin
                    Next_State = ALU_OUT_Busy2;
                end
            end   
        REG_Rd_VLD:
            begin
                TX_P_Data = REG_RdData;  
                TX_D_VLD = 1'b1;
                if (Busy) 
                begin
                    Next_State = REG_Rd_Busy;
                end
                else
                begin
                    Next_State = REG_Rd_VLD;
                end
            end
        REG_Rd_Busy:
            begin
                TX_P_Data = REG_RdData;
                if (!Busy && RdData_VLD) 
                begin
                    Next_State = REG_Rd_VLD;
                end
                else if(!Busy && ALU_OUT_VLD)
                begin
                    Next_State = ALU_OUT_VLD1;
                end
                else if(!Busy && !ALU_OUT_VLD && !RdData_VLD)
                begin
                    Next_State = IDLE;
                end
                else
                begin
                    Next_State = REG_Rd_Busy;
                end
            end
        default: 
            begin
                if(RdData_VLD && !Busy)
                begin
                    Next_State = REG_Rd_VLD;
                end
                else if(ALU_OUT_VLD && !RdData_VLD && !Busy)
                begin
                    Next_State = ALU_OUT_VLD1;
                end
                else
                begin
                    Next_State = IDLE;
                end
            end 
    endcase
end
always @(posedge CLK or negedge RST) 
begin
    if(!RST)
    begin
        REG_ALU_OUT <= 16'b0;
        REG_RdData <= 8'b0;
    end
    else if((Current_State == ALU_OUT_VLD1))
    begin
        REG_ALU_OUT <= ALU_OUT;
    end
    else if((Current_State == REG_Rd_VLD))
    begin
        REG_RdData <= RdData;
    end
end
endmodule
module SYS_CTRL (
    input wire ALU_OUT_VLD, RdData_VLD, Busy, CLK, RST,
    input wire [15:0] ALU_OUT,
    input wire [7:0]    RdData,
    output wire [7:0] TX_P_Data,
    output wire TX_D_VLD, CLK_div_en,
    input wire Data_valid,
    input wire [7:0] P_Data_RX,
    output wire ALU_EN, CLK_EN, WrEn, RdEn,
    output wire [3:0]    ALU_FUN, Address,
    output wire [7:0]    WrData
);
Controller_FSM_TX TX_Control (
    .ALU_OUT_VLD(ALU_OUT_VLD),
    .RdData_VLD(RdData_VLD),
    .Busy(Busy),
    .CLK(CLK),
    .RST(RST),
    .ALU_OUT(ALU_OUT),
    .RdData(RdData),
    .TX_P_Data(TX_P_Data),
    .TX_D_VLD(TX_D_VLD),
    .CLK_div_en(CLK_div_en)
);
Controller_FSM_RX RX_Control (
    .Data_valid(Data_valid),
    .CLK(CLK),
    .RST(RST),
    .ALU_OUT_Valid(ALU_OUT_VLD),
    .P_Data_RX(P_Data_RX),
    .ALU_EN(ALU_EN),
    .CLK_EN(CLK_EN),
    .WrEn(WrEn),
    .RdEn(RdEn),
    .ALU_FUN(ALU_FUN),
    .Address(Address),
    .WrData(WrData)
);
endmodule
[flow/run.sh]
#!/bin/bash
# OpenROAD 26Q1-2900-gdf79404cd8, Yosys 0.63+post, stock flow scripts
make -C /OpenROAD-flow-scripts/flow DESIGN_CONFIG=/design/flow/config.mk WORK_HOME=/design/flow/orfs finish
==> flow_metrics.env <==
# physical design summary
export IMPL_hp_class="input pin to asynchronous set/reset pin"
export IMPL_cp_top_family="buffers and inverters"
export IMPL_grtUsageTotal_pct=17.1
export IMPL_warnings=25
export IMPL_diodes=0
export IMPL_skew_ps=4.25
export IMPL_xor_area_share_pct=0.375
export IMPL_rrSetupSlack_ps=1510
export IMPL_drive_gt1_share_pct=15.6
export IMPL_power_density_nw_per_um2=579
export IMPL_tightest_slew_ps=806
export IMPL_hold_violations=0
export IMPL_synth_cells=195
export IMPL_worstReg2RegStart="TX_Control.Current_State[4]"
export IMPL_numClockSinks=54
export IMPL_flop_cell="dfrtp_1"
export IMPL_drtAntennaViolNets=0
export IMPL_synth_distinct_cells=36
export IMPL_outcome="completed"
export IMPL_reg2reg_depth=3
export IMPL_clk_pin_slew_ps=90
export IMPL_crit_end="TX_P_Data[3]"
export IMPL_crit_arrival_ps=1960
export IMPL_die_x_um=78.4
export IMPL_critPathMaxStageDelay_ps=410
export IMPL_core_area_sq_um=5570
export IMPL_areaGrowthSynthToFinish_pct=34.9
export IMPL_postCtsHoldBufs=0
export IMPL_setup_slack_ps=683
export IMPL_crit_fanout=9
export IMPL_ys_area_sq_um=2340
export IMPL_simple_gate_area_share_pct=13.6
export IMPL_leakage_uw=0.00140
export IMPL_fillers=500
export IMPL_crit_slowest_cell="dfrtp_1"
export IMPL_fp_util_pct=41.9
export IMPL_grt_pass1_vias=1579
export IMPL_viasPerCell=5.00
export IMPL_gp_congestion=0.782
export IMPL_clock_latency_ps=300
export IMPL_drt_pass1_iterations=4
export IMPL_drtIter0Drc=99
export IMPL_dp_hpwl_um=3450
export IMPL_ys_ff=54
export IMPL_final_comb_area_sq_um=875
export IMPL_wire_per_inst_um=14.6
export IMPL_h_tree_depth=2
export IMPL_die_area_sq_um=6150
export IMPL_clockBufferDepth=2
export IMPL_synth_seq_share_pct=58.0
export IMPL_crit_required_ps=2640
export IMPL_yosys_stat_cells=195
export IMPL_routed_wl_um=4870
export IMPL_tns_ps=0
export IMPL_critPathCaptureType="output pin"
export IMPL_grt_antenna_before_repair=0
export IMPL_grt_pass1_wl_um=7980
export IMPL_postSynthAreaPerCell_sq_um=12.0
export IMPL_regArea_sq_um=1350
export IMPL_vias=1669
export IMPL_slew_violations=0
export IMPL_relSlewSlack_pct=46.2
export IMPL_path_class="flop to output pin"
export IMPL_compound_area_share_pct=11.7
export IMPL_ys_async_sr_fraction_pct=100
export IMPL_syn_area_sq_um=2340
export IMPL_worstPathCellList="or2_1 -> a222oi_1 -> inv_1 -> clkdlybuf4s50_1"
export IMPL_cts_tree="built"
export IMPL_startpoint_type="flop"
export IMPL_r2r_end="TX_Control.REG_RdData[0]"
export IMPL_ctsResizeCount=0
export IMPL_edf_count=0
export IMPL_place_ws_ps=689
export IMPL_io_pins=68
export IMPL_numCtsBuffers=5
export IMPL_finalSetupViolCount=0
export IMPL_max_freq_mhz=382
export IMPL_cts_root_buffer="clkbuf_8"
export IMPL_path_depth=4
export IMPL_mux_share_pct=11.6
export IMPL_adder_share_pct=0
export IMPL_peakVddDrop_mv=0.298
export IMPL_die_y_um=78.4
export IMPL_num_rows=27
export IMPL_rsz0062_at_grt="false"
export IMPL_power_uw=1830
export IMPL_whs_ps=462
export IMPL_postCtsSetupBuffers=0
export IMPL_io_buffers=66
export IMPL_drc=0
export IMPL_critPathBufInv=2
export IMPL_cap_violations=0
export IMPL_logic_family="simple AND/OR/NAND/NOR gates"
export IMPL_grt_max_degree=55
export IMPL_period_used_pct=79.3
export IMPL_placed_cells=326
export IMPL_crit_start="TX_Control.Current_State[5]"
export IMPL_period_needed_ps=2620
export IMPL_fin_cells=334
export IMPL_yosysWarnings=2
export IMPL_grt_overflow=0
placed cells by master, fill, tap and decap left out, types with 2 or more instances in the layout:
master            n
o21ai_0           2
or3_1             2
nor2_1           25
nand2_1           4
and4bb_2          2
a222oi_1          8
mux2_2           24
nand4_1           2
and2_1            3
dfrtp_1          52
o21a_1            5
nor2b_1          13
or2_1             3
dfstp_2           2
inv_1            12
buf_4             3
clkbuf_8          5
clkdlybuf4s50_1  65
a22o_1           10
per-layer routing:
layer / track usage (%) / vias up / wire, um
li1: - / 816 / -
met1: 30.2 / 816 / 2460
met2: 24.4 / 29 / 2230
met3: 1.89 / 8 / 120
met4: 2.22 / 0 / 63
met5: 0 / - / 0
flip-flops by register name (all words and copies together) (netlist names):
| name | cells |
|---|---|
| RX_Control.Current_State | 19 |
| TX_Control.REG_ALU_OUT | 16 |
| TX_Control.REG_RdData | 8 |
| TX_Control.Current_State | 7 |
| RX_Control.P_Data_Addr | 4 |
cells by family (layout without fill, tap and decap cells):
kind of cell / count (synthesis) / count (layout)
other: 1 / 1
buffers and inverters: 22 / 89
xor gates and xnor gates: 1 / 1
DFF: 54 / 54
muxes: 24 / 24
AOI/OAI and AO/OA: 33 / 33
and+or+nand+nor: 60 / 60
synth_stat cells (2+ instances only):
master,count,area [sq um]
dfrtp_1,52,1300
nor2_1,25,93.8
mux2_2,24,270
nor2b_1,13,81.3
inv_1,12,45.0
a22o_1,10,87.6
a222oi_1,8,80.1
buf_2,5,25.0
o21a_1,5,37.5
nand2_1,4,15.0
and2_1,3,18.8
or2_1,3,18.8
and4bb_2,2,25.0
buf_6,2,22.5
clkbuf_1,2,7.51
dfstp_2,2,52.6
nand4_1,2,12.5
o21ai_0,2,10.0
or3_1,2,12.5
layout make-up:
class                      count  share of cell area (%)
clock inverter                 2                    1.19
sequential                    54                    43.0
tap                           72                    2.86
multi-input combinational    119                    27.7
inverter                      12                    1.43
timing repair buffer          69                    21.5
clock buffer                   6                    2.30
how the worst min path moves through the flow:
stage,to,slack (ps)
CTS,RX_Control.P_Data_Addr[0],480
global route,RX_Control.Current_State[16],510
finish,TX_Control.REG_RdData[7],460
stage by stage:
step	area [sq um]	util [%]
floorplan	2340	-
global placement	3040	54.6
detailed placement	3040	54.6
CTS	3150	56.5
global route	3150	56.5
finish	3150	56.5
power by group:
group	switching (uW)	internal [uW]
Clock	211	227
Sequential	92.0	841
Combinational	147	308
Total	449	1380
Power is estimated from default activity; no workload was simulated.
