--- flow/run.sh ---
#!/bin/bash
# OpenROAD 26Q1-2900-gdf79404cd8, Yosys 0.63+post, stock flow scripts
make -C /OpenROAD-flow-scripts/flow DESIGN_CONFIG=/design/flow/config.mk WORK_HOME=/design/flow/orfs finish
--- flow/config.mk ---
export PLATFORM = sky130hd
export DESIGN_NAME = UART_RX
export DESIGN_NICKNAME = UART_RX
export VERILOG_FILES = /design/flow/design.v
export SDC_FILE = /design/flow/constraint.sdc
export NUM_CORES = 4
export LEC_CHECK = 1
export CORE_UTILIZATION = 30
--- flow/constraint.sdc ---
current_design UART_RX

set clk_period 3.5
set clk_io_pct 0.2

create_clock -name clk0 -period $clk_period [get_ports {CLK}]

set non_clock_inputs [all_inputs -no_clocks]
set_input_delay [expr $clk_period * $clk_io_pct] -clock clk0 $non_clock_inputs
set_output_delay [expr $clk_period * $clk_io_pct] -clock clk0 [all_outputs]
--- flow/design.v ---
module Data_Sampling (
    input wire data_sample_en, RX_IN, CLK, RST,
    input wire [2:0]    edge_cnt,
    input wire [3:0]    Prescale,
    output reg sampled_bit
);
reg [2:0] buffer;
reg [2:0] sample_time;  
reg sampled_bit_c;
always @(posedge CLK or negedge RST) 
begin
    if(!RST)
    begin
        buffer <= 1'b0;
        sample_time <= (Prescale>>1)-1;
    end
    else if(data_sample_en && ((edge_cnt == ((Prescale>>1)-1)) || (edge_cnt == ((Prescale>>1))) || (edge_cnt == ((Prescale>>1)+1))))
    begin
        buffer[edge_cnt-((Prescale>>1)-1)] <= RX_IN;
    end
end
always @(*) 
begin
    case (buffer)
        3'b000: sampled_bit_c = 1'b0;
        3'b001: sampled_bit_c = 1'b0;
        3'b010: sampled_bit_c = 1'b0;
        3'b011: sampled_bit_c = 1'b1;
        3'b100: sampled_bit_c = 1'b0;
        3'b101: sampled_bit_c = 1'b1;
        3'b110: sampled_bit_c = 1'b1;
        3'b111: sampled_bit_c = 1'b1; 
        default: sampled_bit_c = 1'b1;
    endcase    
end
always @(posedge CLK or negedge RST) 
begin
    if(!RST)
    begin
        sampled_bit <= 1'b0;
    end
    else if(edge_cnt == 3'b110)
    begin
        sampled_bit <= sampled_bit_c;
    end
end
endmodule
module Deserializer (
    input wire deser_en, sampled_bit, CLK, RST,
    input wire [2:0]    edge_cnt,
    input wire [3:0]    bit_cnt,
    output reg [7:0] P_DATA
);
always @(posedge CLK or negedge RST)
begin
    if (!RST) 
    begin
        P_DATA <= 8'b0;   
    end
    else if(deser_en && (edge_cnt == 3'b111))
    begin
            P_DATA <= {sampled_bit, P_DATA[7:1]}; 
    end
    else if (bit_cnt == 4'b0001)
    begin
         P_DATA <=8'b0;
    end
end
endmodule
module Edge_Bit_Counter (
    input wire cnt_en, CLK, RST,
    output reg [2:0]    edge_cnt,
    output reg [3:0]    bit_cnt
);
always @(posedge CLK or negedge RST) 
begin
    if(!RST)
    begin
        edge_cnt <= 3'b0;
    end
    else if(!cnt_en)
    begin
        edge_cnt <= 3'b0;
    end
    else if(cnt_en)
    begin
        edge_cnt <= edge_cnt+ 1'b1;
    end
end
always @(posedge CLK or negedge RST) 
begin
    if(!RST)
    begin
        bit_cnt <= 4'b0;
    end    
    else if(!cnt_en)
    begin
        bit_cnt <= 4'b0;
    end
    else if(edge_cnt == 3'b111)
    begin
        bit_cnt <= bit_cnt+1'b1;
    end
end
endmodule
module FSM_RX (
    input wire CLK, RST, RX_IN, PAR_EN, par_err, strt_glitch, stp_err,
    input wire [3:0] bit_cnt,
    output reg par_chk_en, strt_chk_en, stp_chk_en, data_valid, deser_en, cnt_en, data_sample_en
);
    localparam  IDLE = 3'b000,
                START = 3'b001,
                SAMPLE = 3'b011,
                PARITY = 3'b010,
                STOP = 3'b110,
                DATA_VALID = 3'b111;
reg [2:0] Curr_state, Next_state;
reg data_valid_c;
always @(posedge CLK or negedge RST) 
begin
    if(!RST)
    begin
        Curr_state <= 3'b000;
    end    
    else
    begin
        Curr_state <= Next_state;
    end
end
always @(*) 
begin
    par_chk_en = 1'b0;
    strt_chk_en = 1'b0; 
    stp_chk_en = 1'b0;
    data_valid_c = 1'b0;
    deser_en = 1'b0;
    cnt_en = 1'b0;
    data_sample_en = 1'b0;
    case (Curr_state)
        IDLE:
            begin
                if(RX_IN == 1)
                begin
                    Next_state = IDLE;
                end
                else
                begin
                    Next_state = START;
                end
            end
        START:
            begin
                strt_chk_en = 1'b1;
                cnt_en = 1'b1;
                data_sample_en = 1'b1;
                if (strt_glitch && bit_cnt == 4'b0001) 
                begin
                    Next_state = IDLE;
                end
                else if (!strt_glitch && bit_cnt == 4'b0001) 
                begin
                    Next_state = SAMPLE;
                end
                else
                begin
                    Next_state = START;
                end
            end 
        SAMPLE:
            begin
                deser_en = 1'b1;
                cnt_en = 1'b1;
                data_sample_en = 1'b1;
                if (PAR_EN && bit_cnt == 4'b1001) 
                begin
                    Next_state = PARITY;
                end
                else if (!PAR_EN && bit_cnt == 4'b1001) 
                begin
                    Next_state = STOP;
                end
                else
                begin
                    Next_state = SAMPLE;
                end
            end
        PARITY:
            begin
                par_chk_en = 1'b1;
                cnt_en = 1'b1;
                data_sample_en = 1'b1;
                if (par_err)  
                begin
                    Next_state = STOP;
                end
                else if (!par_err && bit_cnt == 4'b1010) 
                begin
                    Next_state = STOP;
                end
                else
                begin
                    Next_state = PARITY;
                end
            end
        STOP:
            begin
                stp_chk_en = 1'b1;
                cnt_en = 1'b1;
                data_sample_en = 1'b1;
                if(stp_err)
                begin
                    Next_state = IDLE;
                end
                else if(par_err && bit_cnt == 4'b1011)
                begin
                    Next_state = IDLE;
                end
                else if((PAR_EN && !stp_err && bit_cnt == 4'b1011) || (!PAR_EN && !stp_err && bit_cnt == 4'b1010))
                begin
                    Next_state = DATA_VALID;
                end
                else
                begin
                    Next_state = STOP;
                end
            end
        DATA_VALID:
            begin
                data_valid_c = 1'b1;
                if(RX_IN)
                begin
                    Next_state = IDLE;
                end
                else
                begin
                    Next_state = START;
                end
            end
        default: begin
                strt_chk_en = 1'b1;
                cnt_en = 1'b1;
                data_sample_en = 1'b1;
                if (strt_glitch && bit_cnt == 4'b0001) 
                begin
                    Next_state = IDLE;
                end
                else if (!strt_glitch && bit_cnt == 4'b0001) 
                begin
                    Next_state = SAMPLE;
                end
                else
                begin
                    Next_state = START;
                end
            end
    endcase
end
always @(posedge CLK or negedge RST) 
begin
    if(!RST)
    begin
        data_valid <= 1'b0;
    end
    else
    begin
        data_valid <= data_valid_c;
    end
end
endmodule
module Parity_Check (
    input wire par_chk_en, PAR_TYP, sampled_bit,
    input wire [7:0]    P_DATA,
    input wire [2:0]    edge_cnt,
    input wire [3:0]    bit_cnt,
    input wire CLK, RST,
    output reg par_err
);
reg check, par_err_c;
always @(*) 
begin
    if(par_chk_en)
    begin
        case (PAR_TYP)
            1'b0:
            begin
                check = ^P_DATA;
                par_err_c = (check == sampled_bit)?1'b0:1'b1;
            end 
            1'b1:
            begin
                check = ~^P_DATA;
                par_err_c = (check == sampled_bit)?1'b0:1'b1;
            end
            default: par_err_c = 1'b0;
        endcase
    end    
    else
    begin
        par_err_c = 1'b0;
    end
end
always @(posedge CLK or negedge RST) 
begin
    if (!RST) 
    begin
            par_err <= 1'b0;
    end
    else if((edge_cnt == 3'b111) && (bit_cnt == 4'b1001))
    begin
        par_err <= par_err_c;
    end
    else if (bit_cnt == 4'b0000)
    begin
        par_err <= 1'b0;
    end
end
endmodule
module Start_Check (
    input wire  strt_chk_en, sampled_bit,
    input wire [2:0]    edge_cnt,
    output reg strt_glitch
);
reg strt_glitch_c;
always @(*) 
begin
    if (strt_chk_en) 
    begin
        if (sampled_bit) 
        begin
            strt_glitch_c = 1'b1;
        end    
        else
        begin
            strt_glitch_c = 1'b0;
        end
    end
    else
    begin
        strt_glitch_c = 1'b0;
    end
end
always @(*) 
begin
    if (edge_cnt == 3'b111) 
    begin
        strt_glitch = strt_glitch_c;
    end    
    else
    begin
        strt_glitch = 1'b0;
    end
end
endmodule
module Stop_Check (
    input wire stp_chk_en, sampled_bit,
    input wire [2:0]    edge_cnt,
    output reg stp_err
);
    reg stp_err_c;
    always @(*) 
    begin
        if (stp_chk_en) 
        begin
            if (sampled_bit) 
            begin
                stp_err_c = 1'b0;    
            end    
            else
            begin
                stp_err_c = 1'b1;
            end
        end
        else
        begin
            stp_err_c = 1'b0;
        end
    end
always @(*) 
begin
    if(edge_cnt == 3'b111)
    begin
        stp_err = stp_err_c;
    end
    else
    begin
        stp_err = 1'b0;
    end
end
endmodule
module UART_RX (
    input wire RX_IN, PAR_EN, PAR_TYP, CLK, RST,
    input wire [3:0] Prescale,
    output wire data_valid, Parity_error,  Framing_error,
    output wire [7:0] P_DATA
);
wire data_sample_en, strt_glitch;
wire [3:0] bit_cnt;
wire par_chk_en, strt_chk_en, stp_chk_en, deser_en, cnt_en;
wire [2:0] edge_cnt;
wire sampled_bit; 
FSM_RX FSM1 (
    .CLK(CLK),
    .RST(RST),
    .RX_IN(RX_IN),
    .PAR_EN(PAR_EN),
    .par_err(Parity_error),
    .strt_glitch(strt_glitch),
    .stp_err(Framing_error),
    .bit_cnt(bit_cnt),
    .par_chk_en(par_chk_en),
    .strt_chk_en(strt_chk_en),
    .stp_chk_en(stp_chk_en),
    .data_valid(data_valid),
    .deser_en(deser_en),
    .cnt_en(cnt_en),
    .data_sample_en(data_sample_en)
);
Edge_Bit_Counter Counter1 (
    .cnt_en(cnt_en),
    .CLK(CLK),
    .RST(RST),
    .edge_cnt(edge_cnt),
    .bit_cnt(bit_cnt)
);
Data_Sampling Sample1 (
    .data_sample_en(data_sample_en),
    .RX_IN(RX_IN),
    .CLK(CLK),
    .RST(RST),
    .edge_cnt(edge_cnt),
    .Prescale(Prescale),
    .sampled_bit(sampled_bit)
);
Parity_Check Check2 (
    .par_chk_en(par_chk_en),
    .PAR_TYP(PAR_TYP),
    .sampled_bit(sampled_bit),
    .P_DATA(P_DATA),
    .edge_cnt(edge_cnt),
    .bit_cnt(bit_cnt),
    .CLK(CLK),
    .RST(RST),
    .par_err(Parity_error)
);
Start_Check Check1 (
    .strt_chk_en(strt_chk_en),
    .sampled_bit(sampled_bit),
    .edge_cnt(edge_cnt),
    .strt_glitch(strt_glitch)
);
Stop_Check Check3 (
    .stp_chk_en(stp_chk_en),
    .sampled_bit(sampled_bit),
    .edge_cnt(edge_cnt),
    .stp_err(Framing_error)
);
Deserializer Deserializer1 (
    .deser_en(deser_en),
    .sampled_bit(sampled_bit),
    .CLK(CLK),
    .RST(RST),
    .bit_cnt(bit_cnt),
    .edge_cnt(edge_cnt),
    .P_DATA(P_DATA)
);
endmodule
==> out/metrics.csv <==
stage,metric,value,unit
timing,fin_skew,4.29,ps
place,gp_congestion,0.880,
cts,clkTransAtPathRegs,90,ps
routing,vias_per_cell,4.96,
place,dp_hpwl,4.13,mm
synthesis,async_flop_share,100,%
power_and_ir_drop,vdd_drop_max,0.000397,V
layout,mostFrequentLayoutCell,buf_4,
synthesis,synthesis.area,2240,µm²
timing,setup_viol,3,
cts,clock-root-buffer,clkbuf_8,
timing,worst_pin_slew,604,ps
synthesis,ys_cells,239,
grt,first_global_vias,1953,
worst_setup_path,crit_type,primary input to register,
floorplanning,rows,31,
power_and_ir_drop,p_total,0.00278,W
grt,overflow,0,
synthesis,numSynthFlops,27,
cts,cts-buffers-inserted,3,
run_status,status,"finished, violations left",
cts,clk_latency,270,ps
layout,drive_above_1_share,36.2,%
synthesis,synth.avg_cell_area,9.39,µm²
cts,cts_tree,done,
worst_setup_path,cp-end-kind,register,
worst_setup_path,r2r-end,Sample1.buffer[2]$_DFFE_PN0P_,
grt,grt_pass1_wl,9.11,mm
floorplanning,fp_util,30.9,%
place,portBuffers,18,
synthesis,ys_chip_area,2240,µm²
routing,ant_nets,0,
worst_setup_path,critPathRequiredTime,3660,ps
grt,antenna_found_initial,0,
cts,ctsHoldBuffers,0,
timing,drv_slew,0,
routing,wire_per_inst,13.3,µm
worst_setup_path,cp-start-kind,primary input,
power_and_ir_drop,p_leak,1.39,nW
cts,cts_sinks,27,
floorplanning,die_h,88.5,µm
worst_setup_path,crit_fanout,4,
worst_setup_path,rrSetupSlack,-50,ps
timing,finalCritPeriodShare,106,%
routing,drcViolationCount,0,
synthesis,synth_warnings,8,
worst_setup_path,r2r_cells,14,
run,drv_cap,0,
timing,fmax,269,MHz
synthesis,synth-main-ff-cell,dfrtp_1,
cts,clockBufferDepth,2,
floorplanning,dieWidth,88.5,µm
layout,lay_top_cells,"buf_4 (58), dfrtp_1 (26), nor2_1 (23)",
floorplanning,core_area,7250,µm²
routing,diodes,0,
worst_setup_path,cp.arrival,3870,ps
synthesis,synthCells,239,
routing,wl,5.45,mm
worst_setup_path,r2r-start,Counter1.edge_cnt[0]$_DFF_PN0_,
cts,h-tree-depth,1,
timing,slew_headroom,59.7,%
timing,finalHoldViolCount,0,
worst_hold_path,hold_path_class,register to register,
layout,final_area,3360,µm²
power_and_ir_drop,powerDensity,829,nW/µm²
floorplanning,io_pins,20,
worst_hold_path,holdCritStartpoint,FSM1.Curr_state[5]$_DFF_PN0_,
synthesis,edf_count,0,
place,dpl-instance-area,3050,µm²
run_status,violations,negative setup slack,
routing,drt-pass1-iter-count,4,
grt,grt_usage,14.9,%
grt,grt_max_degree,28,
worst_hold_path,holdPathEnd,FSM1.data_valid$_DFF_PN0_,
routing,drt-initial-drc-count,67,
synthesis,ys_seq_share,30.2,%
floorplanning,dieArea,7830,µm²
routing,via_count,2038,
timing,finalCriticalPeriod,3720,ps
run,stage_log_warnings,34,
worst_hold_path,worstHoldPathCells,0,
timing,fin_setup_tns,-496,ps
timing,grt_setup_unrepaired,yes,
synthesis,synth_cell_type_count,60,
timing,setup_ws,-219,ps
layout,area_delta_synth_final,49.6,%
synthesized netlist by cell type (4+ instances only):
library cell,count,area share (%)
and3_1,4,1.1
dfrtp_1,26,29
o21ai_0,8,1.8
inv_1,14,2.3
nand3_1,9,2.0
xnor2_1,18,7.0
a22o_1,8,3.1
nand2_1,15,2.5
ha_1,18,10
nand4_1,4,1.1
xor2_1,6,2.3
a21oi_1,7,1.6
nor2_1,24,4.0
clkbuf_1,4,0.67
worst max-delay path, cell delays in order:
cell and delay (ps):
buf_6 100, inv_12 30, ha_4 150, xnor2_2 140, ha_4 280, a21o_1 150, nand2_1 100, ha_4 320
nand4bb_4 170, buf_4 180, o31ai_4 220, o21ai_1 110, or4_4 560, a2111oi_4 320, mux2_4 330
logic make-up (layout without fill, tap and decap cells):
family | count (synthesis) | in the layout | synth area share (%)
xor gates and xnor gates | 25 | 25 | 10.1
buffers and inverters | 22 | 95 | 4.13
DFF | 27 | 27 | 30.2
and+or+nand+nor | 86 | 86 | 21.2
adders and majority gates | 19 | 19 | 10.9
muxes | 7 | 7 | 3.35
AOI/OAI and AO/OA | 53 | 53 | 20.1
per-stage QoR:
| step | cells | worst slack (ps) | hold slack [ps] | util (%) |
|---|---|---|---|---|
| finish | 411 | -219 | 423 | 46.3 |
| global route | 411 | -304 | 460 | 46.3 |
| CTS | 409 | -266 | 431 | 45.5 |
| detailed placement | 403 | -1160 | 410 | 42.1 |
| global placement | 403 | -1110 | 408 | 42.1 |
| floorplan | 239 | -443 | 368 | - |
what timing repair did:
| action | 4_1_cts | 5_1_grt |
|---|---|---|
| endpoints found under the setup margin | 3 | 3 |
| gates resized | 41 | 7 |
| buffers inserted | 4 | 2 |
| pin swaps | 24 | 8 |
| endpoints found under the hold margin | 0 | 0 |
where the power goes:
part	switching, W	internal, W
clock	0.0000937	0.0000806
combinational	0.00110	0.00107
sequential	0.0000664	0.000372
flip-flops by register name (all words and copies together) (netlist names):
register,cells
Check2.par_err,1
Counter1.bit_cnt,4
Counter1.edge_cnt,3
Deserializer1.P_DATA,8
FSM1.Curr_state,6
FSM1.data_valid,1
Sample1.buffer,3
Sample1.sampled_bit,1
per-layer routing:
metal	global-route usage [%]	share of wire, %	vias to the layer above
met5	0	0	-
met4	2.79	1.4	0
met2	23.8	45	44
met3	1.04	3.0	9
li1	-	-	1018
met1	22.9	50	967
final cells by class:
class | instances | area [µm²]
Timing Repair Buffer | 77 | 633
Clock buffer | 3 | 41.3
Multi-Input combinational cell | 190 | 1800
Clock inverter | 1 | 7.51
Tap cell | 99 | 124
Sequential cell | 27 | 677
Inverter | 14 | 70.1
Fill cell | 670 | 3900
worst max path at each step:
stage                                            to   startpoint  cells after the start  slack [ps]
after CTS             Sample1.buffer[2]$_DFFE_PN0P_  Prescale[1]                     15        -270
after global routing  Sample1.buffer[1]$_DFFE_PN0P_  Prescale[1]                     15        -300
final                 Sample1.buffer[2]$_DFFE_PN0P_  Prescale[2]                     15        -220
Power and IR drop assume default switching activity.
